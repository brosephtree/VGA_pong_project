<file path="run.sh">
#!/bin/bash
# OpenROAD 26Q1-2900-gdf79404cd8, Yosys 0.63+post, stock flow scripts
make -C /OpenROAD-flow-scripts/flow DESIGN_CONFIG=/design/flow/config.mk WORK_HOME=/design/flow/orfs finish
</file>
<file path="config.mk">
export PLATFORM = sky130hd
export DESIGN_NAME = CGC_PONG
export DESIGN_NICKNAME = CGC_PONG
export VERILOG_FILES = /design/flow/design.v
export SDC_FILE = /design/flow/constraint.sdc
export NUM_CORES = 4
export LEC_CHECK = 1
export CORE_AREA = 10 10 77 77
export DIE_AREA = 0 0 87 87
</file>
<file path="constraint.sdc">
current_design CGC_PONG

set clk_period 3.1
set clk_io_pct 0.2

create_clock -name clk0 -period $clk_period [get_ports {clk}]

set non_clock_inputs [all_inputs -no_clocks]
set_input_delay [expr $clk_period * $clk_io_pct] -clock clk0 $non_clock_inputs
set_output_delay [expr $clk_period * $clk_io_pct] -clock clk0 [all_outputs]
</file>
<file path="design.v">
`timescale 1ns / 1ps
module CGC_PONG(clk,reset,tile_x,tile_y,score,pause,char_adr);
    input clk, reset;
    input [6:0] tile_x;
    input [5:0] tile_y;
    input [5:0] score;
    input [1:0] pause;
    output [6:0] char_adr;
    parameter S = 83;
    parameter C = 67;
    parameter O = 79;
    parameter R = 82;
    parameter E = 69;
    parameter COLON = 58;
    parameter DASH = 45;
    parameter BLANK = 0;
    parameter ZERO = 48;
    parameter ONE = 49;
    parameter TWO = 50;
    parameter THREE = 51;
    parameter FOUR = 52;
    parameter FIVE = 53;
    parameter SIX = 54;
    parameter SEVEN = 55;
    parameter EIGHT = 56;
    parameter NINE = 57;
    parameter A = 65;
    parameter P = 80;
    parameter I = 73;
    parameter N = 78;
    parameter G = 71;
    parameter P0 = 0;            
    parameter P3 = 3;            
    parameter P2 = 2;            
    parameter P1 = 1;            
    reg [6:0] left_score_reg, right_score_reg;
    reg [6:0] left_score_next, right_score_next;
    reg [6:0] cd_reg, cd_next;
    always @ (posedge clk, posedge reset)
        begin
        if (reset)
            begin
            left_score_reg <= ZERO;
            right_score_reg <= ZERO;
            cd_reg <= THREE;
            end
        else
            begin
            left_score_reg <= left_score_next;
            right_score_reg <= right_score_next;
            cd_reg <= cd_next;
            end
        end
    always @*
        begin
        left_score_next = left_score_reg;
        right_score_next = right_score_reg;
        case (score[5:3])
            3'h0: left_score_next = ZERO;
            3'h1: left_score_next = ONE;
            3'h2: left_score_next = TWO;
            3'h3: left_score_next = THREE;
            3'h4: left_score_next = FOUR;
            3'h5: left_score_next = FIVE;
            3'h6: left_score_next = SIX;
            3'h7: left_score_next = SEVEN;
            default: left_score_next = ZERO;
        endcase
        case (score[2:0])
            3'h0: right_score_next = ZERO;
            3'h1: right_score_next = ONE;
            3'h2: right_score_next = TWO;
            3'h3: right_score_next = THREE;
            3'h4: right_score_next = FOUR;
            3'h5: right_score_next = FIVE;
            3'h6: right_score_next = SIX;
            3'h7: right_score_next = SEVEN;
            default: right_score_next = ZERO;
        endcase
        end
    always @*
        case (pause)
            P3: cd_next = THREE;
            P2: cd_next = TWO;
            P1: cd_next = ONE;
            P0: cd_next = BLANK;
            default: cd_next = BLANK;
        endcase
    assign char_adr =   ((tile_x == 33) && (tile_y == 1)) ? P:               
                        ((tile_x == 34) && (tile_y == 1)) ? I:
                        ((tile_x == 35) && (tile_y == 1)) ? N:
                        ((tile_x == 36) && (tile_y == 1)) ? G:
                        ((tile_x == 37) && (tile_y == 1)) ? DASH:
                        ((tile_x == 38) && (tile_y == 1)) ? P:
                        ((tile_x == 39) && (tile_y == 1)) ? O:
                        ((tile_x == 40) && (tile_y == 1)) ? N:
                        ((tile_x == 41) && (tile_y == 1)) ? G:
                        ((tile_x == 1) && (tile_y == 1)) ? S:                
                        ((tile_x == 2) && (tile_y == 1)) ? C:
                        ((tile_x == 3) && (tile_y == 1)) ? O:
                        ((tile_x == 4) && (tile_y == 1)) ? R:
                        ((tile_x == 5) && (tile_y == 1)) ? E:
                        ((tile_x == 6) && (tile_y == 1)) ? COLON:
                        ((tile_x == 7) && (tile_y == 1)) ? left_score_reg:
                        ((tile_x == 72) && (tile_y == 1)) ? S:               
                        ((tile_x == 73) && (tile_y == 1)) ? C:
                        ((tile_x == 74) && (tile_y == 1)) ? O:
                        ((tile_x == 75) && (tile_y == 1)) ? R:
                        ((tile_x == 76) && (tile_y == 1)) ? E:
                        ((tile_x == 77) && (tile_y == 1)) ? COLON:
                        ((tile_x == 78) && (tile_y == 1)) ? right_score_reg:
                        ((tile_x == 35) && (tile_y == 15)) ? cd_reg:         
                        ((tile_x == 44) && (tile_y == 15)) ? cd_reg:
                        BLANK;
endmodule
</file>
==> run notes <==
The area fraction in mux cells is 0, and the overall die height is 87 microns. The H-tree depth is 1, and the switching part of the total power is 0.2548. The type of the worst min-delay path is in2async.

The worst path in the final design needs a cycle of 3.004 ns, including I/O delays and setup. At the end of routability-driven placement, the weighted congestion stood at 0.9109. On the reported timing paths, the clock transition at the registers reads 0.04 ns. Per the finish-stage timing summary, setup violations number 0. The power report puts the net switching power at 0.00009724 W.

The power density over the cells came out at 231.0 nW/um^2. Entering global routing, the biggest net connects 17 pins. With the data required time at the worst endpoint at 2.48 ns, the clock group share of total power is 0.335.

Derived from the worst setup path, the maximum achievable clock frequency is 332.9 MHz. Yosys shows that the main logic family after synthesis is simple AND/OR/NAND/NOR gates. The total wire length after detailed routing is 3.173 mm.

The post-synthesis share of cell area spent on and, or, nand and nor gates is 0.3948, and the internal power of the cells is 0.0002843 W. STA lists the maximum fanout along the critical path as 5. TritonCTS built the clock tree. The run gives 90 for the number of design-rule violations left by the first detailed-router iteration. Compared with the post-synthesis result, the final layout area differs by 79.10%.

With the effective utilization at floorplan at 0.2118, the area fraction in xor and xnor cells is 0.02849. The area fraction in full adders, half adders and majority gates was 0.01085; the total clock sinks was 9. The run gives 0 for the max capacitance violation total. Combinational share of power: 0.331. Per the CTS log, the root buffer master is sky130_fd_sc_hd__clkbuf_8. With the compound-cell area share of the yosys netlist at 0.2578, the area of the core is 4354 sq um. The run gives 0.1628 for the share of the synthesized area in the top cell type. The final worst hold slack is 0.6393 ns. Hold-check failures listed in the final report amount to 0. The proportion of register bits with asynchronous set or reset after synthesis came out at 1.000.

In the routed layout, each cell is associated on average with a via count of 4.792. For the initial antenna violation count, the log shows 0. Sort of element at the start of the critical path: a primary input. In this run the full chip footprint comes out at 7569 sq um.

With the fraction of the yosys area taken by sequential cells at 0.2483, the cell area after placement is 1508 sq um. In the post-synthesis netlist, the cell with the most instances is sky130_fd_sc_hd__nand2_1. The flow ran to the end, and the final reports show no timing, DRC or antenna violations. The synthesized netlist cell count was 122; the horizontal die dimension was 87 microns. Note, the detailed placer reported a final HPWL of 2.518 mm. After synthesis, the netlist uses 44 different library cells.

The synth_stat.txt file lists the number of cells as 122. After synthesis, the cell types taking the most area are sky130_fd_sc_hd__dfrtp_1, sky130_fd_sc_hd__dfstp_2, sky130_fd_sc_hd__nand2_1. Proportion of layout cells with a drive suffix above 1: 0.3679. Number of antenna repair diodes: 0.

Pin placement for this block handled 30 I/O pins. The script extracted a total leakage power of 0.7227 nW. The synthesized design contains 0 enable-type register cells.

The final period utilization came out at 0.9689. The stage logs contain a warning count of 25. The DRC violation total left in the routed layout is recorded as 0. The final cell area excluding filler cells is 1652 sq um, and the post-synthesis register bit count is 9.

The average instance in the mapped netlist occupies 7.558 sq um. The number of vias in the routed layout is 1174, and the first-pass iteration count of the detailed router is 4. STA classifies the critical path endpoint as an output port. With the sequential share of power at 0.334, the count of yosys warnings during synthesis is 1.

Per the layout report, the design carries 424 filler cells. The worst path arrival time is 2.38 ns, and the maximum vdd ir drop is 278.2 uV. The script logs the mean routed wire length per placed instance as 12.95 microns. The final core area utilization is 0.3793, and the TritonCTS buffer count is 3. Nets still carrying antenna violations after routing amount to 0. The cell area that synthesis handed to floorplanning was 922.1 sq um. Input and output buffers added on the ports amount to 29. The run gives 0.08324 as the global router's overall resource usage.

Looking at the setup timing report, the critical path kind is in2out. The slew at the pin closest to its max-slew limit was 0.3779 ns. For the total grt overflow, the log shows 0. The global-route wire length before repair is 5.375 mm.

Post-synthesis, Yosys gives the total cell area as 922.1 sq um. Flip-flop cell with the highest count after synthesis: sky130_fd_sc_hd__dfrtp_1. The run gives 1212 for the via count of the first global-routing pass.

The run gives 2 as the clock tree buffer depth. Cell taking the most area after synthesis: sky130_fd_sc_hd__dfrtp_1. Max-slew check failures listed in the final report amount to 0. The floorplan has 24 rows. The remaining max-slew budget at the tightest pin is 0.7461.

Ranked by instance count, the synthesized netlist is headed by sky130_fd_sc_hd__nand2_1, sky130_fd_sc_hd__o21ai_0, sky130_fd_sc_hd__a21oi_1.
## placed cells by master, fill, tap and decap left out, types with 4 or more instances in the layout
master                            count
sky130_fd_sc_hd__nand2_1             15
sky130_fd_sc_hd__clkdlybuf4s50_1     15
sky130_fd_sc_hd__buf_2                4
sky130_fd_sc_hd__buf_4               47
sky130_fd_sc_hd__o21ai_0             10
sky130_fd_sc_hd__dfrtp_1              6
sky130_fd_sc_hd__nor2b_1              6
sky130_fd_sc_hd__dlygate4sd2_1        7
sky130_fd_sc_hd__a21oi_1              9
sky130_fd_sc_hd__nor2_1               5
sky130_fd_sc_hd__nor3_1               4
## per-layer routing
metal,up-vias,global-route usage,share of wire
met2,44,0.1306,0.42
li1,600,-,-
met3,11,0.01792,0.067
met5,-,0,0
met1,519,0.1122,0.49
met4,0,0.02356,0.025
## path summary, 6_finish.rpt
check,from,end,slack (ns)
min in group clk0,pause[1],cd_reg[1]$_DFF_PP1_,0.81
max in group asynchronous,reset,cd_reg[4]$_DFF_PP1_,2.18
max,tile_x[4],char_adr[3],0.1
min,reset,left_score_reg[1]$_DFF_PP0_,0.64
## power groups by stage
stage | combinational [W] | sequential, W | clock (W)
6_report | 0.000126 | 0.000127 | 0.000128
5_1_grt | 0.000138 | 0.000128 | 0.000141
4_1_cts | 0.000120 | 0.000128 | 0.000132
## worst max-delay path, stage by stage
cell                              delay, ns
sky130_fd_sc_hd__clkdlybuf4s50_1       0.49
sky130_fd_sc_hd__nor2_2                0.15
sky130_fd_sc_hd__buf_4                 0.15
sky130_fd_sc_hd__o21ai_0               0.08
sky130_fd_sc_hd__a31oi_1               0.20
sky130_fd_sc_hd__o21ai_1               0.15
sky130_fd_sc_hd__nand2_1               0.08
sky130_fd_sc_hd__clkdlybuf4s50_1       0.46
## logic make-up after synthesis
logic type / count (synthesis)
AND-OR/OR-AND: 37
XOR/XNOR: 3
adder cells (fa/ha/maj): 1
buffers and inverters: 13
flip-flops: 9
AND/OR/NAND/NOR: 59
## stage by stage
stage | setup WS, ns | TNS (ns) | total power, W | instances
after floorplan | 0.5997 | 0 | 0.0001787 | 122
after CTS | 0.01822 | 0 | 0.0003796 | 240
after global routing | -0.01223 | -0.01223 | 0.0004070 | 245
after global placement | -0.4049 | -2.296 | 0.0002503 | 229
final | 0.09643 | 0 | 0.0003816 | 245
after detailed placement | -0.4272 | -2.414 | 0.0002498 | 229
## what timing repair did
| item | CTS | global route |
|---|---|---|
| setup buffers | 7 | 4 |
| endpoints found under the setup margin | 7 | 7 |
| cloned | 0 | 1 |
| pin swaps | 10 | 3 |
| resized | 23 | 7 |
| hold buffers | 0 | 0 |
## final cells by class
cell class	count	area (sq um)	area share
clock buffers	4	45.04	0.02727
well taps	52	65.06	0.03939
repair buffers	78	638.1	0.3864
multi-input cells	100	666.9	0.4038
inverters	2	7.507	0.004545
flip-flops and latches	9	229.0	0.1386
No activity file was given, so power comes from the tool's default toggle rates.
