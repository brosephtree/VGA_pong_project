==> /design/flow/config.mk <==
export PLATFORM = sky130hd
export DESIGN_NAME = PONG_OBJECTS
export DESIGN_NICKNAME = PONG_OBJECTS
export VERILOG_FILES = /design/flow/design.v
export SDC_FILE = /design/flow/constraint.sdc
export NUM_CORES = 4
export LEC_CHECK = 1
export CORE_UTILIZATION = 50
==> /design/flow/constraint.sdc <==
current_design PONG_OBJECTS

set clk_period 3.9
set clk_io_pct 0.2

create_clock -name clk0 -period $clk_period [get_ports {clk}]

set non_clock_inputs [all_inputs -no_clocks]
set_input_delay [expr $clk_period * $clk_io_pct] -clock clk0 $non_clock_inputs
set_output_delay [expr $clk_period * $clk_io_pct] -clock clk0 [all_outputs]
==> /design/flow/design.v <==
`timescale 1ns / 1ps
module PONG_OBJECTS(clk,reset,sw_left,sw_right,btn_left,btn_right,pixel_x,pixel_y,score,pause,lp_on,rp_on,ball_on,top_on);
    input clk, reset;
    input sw_left, sw_right;
    input btn_left, btn_right;
    input [9:0] pixel_x, pixel_y;
    output [5:0] score;
    output [1:0] pause;
    output lp_on, rp_on, ball_on, top_on;
    parameter CLK_FRQ = 100 * 10**6;     
    parameter HD = 640;          
    parameter VD = 480;          
    parameter PW = 10;           
    parameter PH = 100;          
    parameter BD = 10;           
    parameter LP = 60;           
    parameter RP = 570;          
    parameter PS = 2;            
    parameter BSH = 1;           
    parameter BSV = 1;           
    parameter TOP = 33;          
    parameter TOPT = 3;          
    parameter P0 = 0;            
    parameter P3 = 1;            
    parameter P2 = 2;            
    parameter P1 = 3;            
    reg [9:0] left_pad_y, right_pad_y;
    reg [9:0] left_pad_y_next, right_pad_y_next;
    reg [9:0] ball_x, ball_x_next, ball_y, ball_y_next;
    reg [9:0] ball_vel_x, ball_vel_x_next;
    reg [9:0] ball_vel_y, ball_vel_y_next;
    wire [9:0] ball_up, ball_down, ball_left, ball_right;
    wire ball_sq_on;
    reg [5:0] score_reg, score_next;
    reg pause_tick, pause_next;
    wire [9:0] LPL, LPR, LPT, LPB;           
    wire [9:0] RPL, RPR, RPT, RPB;           
    wire [9:0] BL, BR, BT, BB;               
    wire refr_tick;                          
    wire [4:0] round_x, round_y;
    reg [(BD-1):0] round_row;
    assign LPL = LP-1;
    assign LPR = LP+PW-1;
    assign LPT = left_pad_y;
    assign LPB = left_pad_y+PH;
    assign RPL = RP-1;
    assign RPR = RP+PW-1;
    assign RPT = right_pad_y;
    assign RPB = right_pad_y+PH;
    assign BL = ball_x;
    assign BR = ball_x+BD;
    assign BT = ball_y;
    assign BB = ball_y+BD;
    assign ball_up = -BSV;
    assign ball_down = BSV;
    assign ball_left = -BSH;
    assign ball_right = BSH;
    always @ (posedge clk, posedge reset)
        begin
        if (reset)
            begin;
            left_pad_y <= (VD/2 - 1) - (PH/2);
            right_pad_y <= (VD/2 - 1) - (PH/2);
            ball_x <= (HD/2 - 1) - (BD/2);
            ball_y <= (VD/2 - 1) - (BD/2);
            ball_vel_x <= ball_right;
            ball_vel_y <= ball_up;
            score_reg <= 0;
            pause_tick <= 1;
            end
        else
            begin
            left_pad_y <= left_pad_y_next;
            right_pad_y <= right_pad_y_next;
            ball_x <= ball_x_next;
            ball_y <= ball_y_next;
            ball_vel_x <= ball_vel_x_next;
            ball_vel_y <= ball_vel_y_next;
            score_reg <= score_next;
            pause_tick <= pause_next;
            end
        end
    assign refr_tick = (pixel_x == 0) && (pixel_y == VD);
    always @*
        begin
        left_pad_y_next = left_pad_y;                           
        if (refr_tick)
            begin
            if (sw_left && btn_left && (LPT >= (TOP + TOPT + PS)))
                left_pad_y_next = left_pad_y - PS;                       
            else if (~sw_left && btn_left && (LPB <= (VD - PS - 1)))
                left_pad_y_next = left_pad_y + PS;                       
            else
                left_pad_y_next = left_pad_y;
            end
        end
    always @*
        begin
        right_pad_y_next = right_pad_y;                           
        if (refr_tick)
            begin
            if (sw_right && btn_right && (RPT >= (TOP + TOPT + PS)))
                right_pad_y_next = right_pad_y - PS;                       
            else if (~sw_right && btn_right && (RPB <= (VD - PS - 1)))
                right_pad_y_next = right_pad_y + PS;                       
            else
                right_pad_y_next = right_pad_y;
            end
        end
    always @*
        begin
        score_next = score_reg;
        ball_x_next = ball_x;
        ball_y_next = ball_y;
        pause_next = pause_tick;
        if (refr_tick)
            begin
            if (BL < BSH)                                    
                begin
                score_next = score_reg + 6'b00001;           
                ball_x_next = (HD/2 - 1) - (BD/2);           
                ball_y_next = (VD/2 - 1) - (BD/2);
                pause_next = 1;                              
                end
            else if ((HD - BSH - 1) < BR)                    
                begin
                score_next = score_reg + 6'b001000;          
                ball_x_next = (HD/2 - 1) - (BD/2);           
                ball_y_next = (VD/2 - 1) - (BD/2);
                pause_next = 1;                              
                end
            else                                             
                begin
                score_next = score_reg;
                pause_next = 0;
                if (pause != 2'b00)                          
                    begin
                    ball_x_next = ball_x;
                    ball_y_next = ball_y;
                    end
                else
                    begin
                    ball_x_next = ball_x + ball_vel_x;
                    ball_y_next = ball_y + ball_vel_y;
                    end
                end
            end
        end
    always @*
        begin
        ball_vel_x_next = ball_vel_x;
        ball_vel_y_next = ball_vel_y;
        if (BT < (TOP + TOPT))                           
            ball_vel_y_next = ball_down;
        else if (BB > (VD - BSV - 1))                    
            ball_vel_y_next = ball_up;
        else if ((BT >= LPT) && (BB <= LPB) && (BL <= LPR) && (BL >= LPL))       
            ball_vel_x_next = ball_right;
        else if ((BT >= RPT) && (BB <= RPB) && (BR >= RPL) && (BR <= RPR))       
            ball_vel_x_next = ball_left;
        else
            begin
            ball_vel_x_next = ball_vel_x;
            ball_vel_y_next = ball_vel_y;
            end
        end
    assign lp_on = ((LPL < pixel_x) && (pixel_x <= LPR) && (LPT < pixel_y) && (pixel_y <= LPB)) ? 1'b1 : 1'b0;
    assign rp_on = ((RPL < pixel_x) && (pixel_x <= RPR) && (RPT < pixel_y) && (pixel_y <= RPB)) ? 1'b1 : 1'b0;
    assign ball_sq_on = ((BL < pixel_x) && (pixel_x <= BR) && (BT < pixel_y) && (pixel_y <= BB)) ? 1'b1 : 1'b0;
    assign top_on = ((TOP < pixel_y) && (pixel_y <= (TOP + TOPT))) ? 1'b1 : 1'b0;
    assign round_x = pixel_x - BL - 1;
    assign round_y = pixel_y - BT - 1;
    assign ball_on = round_row[round_x] && ball_sq_on;
    always @*
        begin
        if (ball_sq_on)
            case (round_y)
                5'h0: round_row = 10'b0001111000;
                5'h1: round_row = 10'b0111111110;
                5'h2: round_row = 10'b0111111110;
                5'h3: round_row = 10'b1111111111;
                5'h4: round_row = 10'b1111111111;
                5'h5: round_row = 10'b1111111111;
                5'h6: round_row = 10'b1111111111;
                5'h7: round_row = 10'b0111111110;
                5'h8: round_row = 10'b0111111110;
                5'h9: round_row = 10'b0001111000;
                default: round_row = 10'b1111111111;
            endcase
        else
            round_row = 0;
        end
    PSM PSM(
        .clk(clk),
        .reset(reset),
        .pause_tick(pause_tick),
        .pause(pause)
        );
    assign score = score_reg;
endmodule
`timescale 1ns / 1ps
module PSM(clk,reset,pause_tick,pause);
    input clk, reset;
    input pause_tick;
    output [1:0] pause;
    parameter P0 = 0;            
    parameter P3 = 3;            
    parameter P2 = 2;            
    parameter P1 = 1;            
    reg [1:0] state_reg, state_next;
    reg [31:0] pause_clk, pause_clk_next;
    always @ (posedge clk)
        begin
        if (reset)
            begin
            state_reg <= P3;
            pause_clk <= 0;
            end
        else
            begin
            state_reg <= state_next;
            pause_clk <= pause_clk_next;
            end
        end
    always @*
        case (state_reg)
            P3: begin
                if (pause_clk == 100_000_000)        
                    begin
                    state_next = P2;
                    pause_clk_next = 0;
                    end
                else
                    begin
                    state_next = P3;
                    pause_clk_next = pause_clk + 1;
                    end
                end
            P2: begin
                if (pause_clk == 100_000_000)        
                    begin
                    state_next = P1;
                    pause_clk_next = 0;
                    end
                else
                    begin
                    state_next = P2;
                    pause_clk_next = pause_clk + 1;
                    end
                end
            P1: begin
                if (pause_clk == 100_000_000)        
                    begin
                    state_next = P0;
                    pause_clk_next = 0;
                    end
                else
                    begin
                    state_next = P1;
                    pause_clk_next = pause_clk + 1;
                    end
                end
            P0: begin
                if (pause_tick)
                    begin
                    state_next = P3;
                    pause_clk_next = pause_clk + 1;
                    end
                else
                    begin
                    state_next = P0;
                    pause_clk_next = 0;
                    end
                end
            default: begin
                state_next = P0;
                pause_clk_next = 0;
                end
        endcase
    assign pause = state_reg;
endmodule
==> /design/flow/run.sh <==
#!/bin/bash
# OpenROAD 26Q1-2900-gdf79404cd8, Yosys 0.63+post, stock flow scripts
make -C /OpenROAD-flow-scripts/flow DESIGN_CONFIG=/design/flow/config.mk WORK_HOME=/design/flow/orfs finish
==> flow_metrics.py <==
# Flow results
metrics = {
    "run_status": {
        "status": "complete, but fails checks",
        "violations": "negative setup slack",
    },
    "setup_path": {
        "required_ns": 3.12,
        "worstPathCellList": "ha_4 -> o21ai_2 -> xnor2_1 -> ha_1 -> and3_4 -> a221o_1 -> maj3_2 -> a21oi_2 -> nor2_1 -> o32a_1 -> nor4_2 -> buf_2",
        "timing.rr.start": "right_pad_y[3]$_DFFE_PP1P_",
        "startpoint": "ball_x[1]$_DFFE_PP1P_",
        "critical_path_class": "register to output pin",
        "reg2regPathDepth": 15,
        "crit_slowest_cell": "dfstp_2",
        "cp.arrival_ns": 3.25,
        "cpPeakStageDelay_ns": 0.55,
        "crit_path_max_fanout": 3,
        "critPathLaunchType": "register",
        "end_kind": "output pin",
    },
    "hold_path": {
        "holdCritStartpoint": "PSM.pause_clk[0]$_SDFF_PP0_",
        "hp-class": "register to register",
        "whs_path_depth": 1,
    },
    "power": {
        "power_density_nw_per_um2": 191,
        "p_leak_nw": 4.93,
        "ir_worst_vdd_v": 0.000215,
    },
    "die": {
        "fp.dieH_um": 132,
        "ios": 38,
        "core-area_um2": 16500,
        "rows": 47,
        "initCoreUtil_pct": 51.0,
        "die_x_um": 132,
        "dieArea_um2": 17400,
    },
    "synth": {
        "largest_area_cell": "ha_1",
        "ys_seq_share_pct": 22.4,
        "ff_type": "dfxtp_1",
        "synthTopCellsByCount": "ha_1, nor2_1, inv_1",
        "synth.top_cells.by_area": "ha_1, dfxtp_1, dfrtp_1, dfstp_2, xor2_1",
        "synthCells": 997,
        "top_cell_area_share_pct": 23.2,
        "yosysMostFrequentCell": "ha_1",
        "ys_cells": 997,
        "synth-edff-count": 0,
        "syn_area_um2": 8430,
        "syn_area_per_cell_um2": 8.45,
        "synthArstFlopShare_pct": 58.0,
        "ys_area_um2": 8430,
        "ys.flops": 81,
        "yosysWarnings": 2,
        "synth.distinct_cells": 69,
    },
    "cts": {
        "cts.sinks": 81,
        "hold_buffers": 0,
        "clockRootBuffer": "clkbuf_16",
        "cts_tree": "built",
        "cts_made_buffers": 9,
        "cts.clk_slew.worst_paths_ns": 0.06,
        "htreeDepth": 3,
        "clk_latency_ns": 0.35,
        "clock_path_buffers": 2,
    },
    "detailed_routing": {
        "vias": 7647,
        "via_per_inst": 5.48,
        "first_iter_violations": 409,
        "ant_nets": 0,
        "detail_route.wl_per_cell_um": 15.8,
        "n_antenna_cell": 0,
        "dr.pass1.iters": 5,
        "wl_um": 22100,
        "drc": 0,
    },
    "final_timing": {
        "fin_crit_sh_pct": 103,
        "rsz0062_at_grt": "yes",
        "setup-violations-final": 1,
        "relSlewSlack_pct": 52.0,
        "finalHoldViolations": 0,
        "finalCriticalPeriod_ns": 4.03,
        "worst_slack_ns": -0.131,
        "setup_tns_ns": -0.131,
        "tightestPinTransition_ns": 0.702,
        "fmax_mhz": 248,
        "slew_viol_final": 0,
        "final.setup_skew_ns": 0.0141,
    },
    "layout": {
        "regMostFlops": "PSM.pause_clk",
        "fillers": 1394,
        "top_regs": "PSM.pause_clk x32, ball_x x10, ball_y x10",
        "drive_gt1_share_pct": 19.5,
        "fin_area_um2": 10500,
        "register_area_um2": 1880,
        "logic_area_um2": 6320,
        "largest_register_ffs": 32,
        "syn_to_final_growth_pct": 25.1,
    },
    "placed_design": {
        "io_buffers": 37,
        "gp_congestion": 0.954,
        "post-dp-hpwl_um": 17800,
        "place_area_um2": 9950,
    },
    "grt": {
        "gr-usage-all-layers_pct": 27.0,
        "grt_overflow": 0,
        "grt_pass1_wl_um": 36500,
        "antenna_found_initial": 0,
        "grt_pass1_vias": 7221,
        "grt_max_degree": 33,
    },
    "flow_run": {
        "max_cap_violations": 0,
        "warnings": 48,
    },
}
[final timing paths]
check                                                   end  slack (ns)
worst max-delay path                                ball_on       -0.13
worst min-delay path            PSM.pause_clk[0]$_SDFF_PP0_        0.48
worst max register to register   right_pad_y[9]$_DFFE_PP0P_        0.53
worst min register to register  PSM.pause_clk[0]$_SDFF_PP0_        0.48
max in group asynchronous         ball_vel_y[8]$_DFFE_PP1P_        2.32
min in group asynchronous             ball_y[4]$_DFFE_PP0P_        0.75
[critical path, delay by kind of cell, from the launching register on]
kind / cells / cell delay, ns
simple gates: 3 / 0.54
xor+xnor: 1 / 0.13
buf+inv: 1 / 0.14
compound gates: 4 / 0.78
flops: 1 / 0.55
fa+ha+maj: 3 / 0.79
[cell type report]
cell class	count	share of cell area, %
multi-input cells	815	59.9
flip-flops and latches	81	17.9
repair buffers	179	13.6
inverters	84	3.03
well taps	220	2.61
clock buffers	10	2.27
clock inverters	6	0.688
[routing by layer]
layer,GRT usage [%],vias up,wire (um)
li1,-,3946,-
met3,3.14,21,714
met4,3.49,0,314
met5,0,-,0
met1,40.7,3577,11000
met2,43.6,103,10100
[power breakdown]
group          leakage [nW]  switching, mW  internal, mW
Combinational          3.95          0.141         0.136
Sequential            0.826        0.00306         0.838
Clock                 0.155          0.372         0.523
Total                  4.93          0.517          1.50
[repair_timing]
action                     CTS  global route
pin swaps                   25             4
resized                     51             1
setup buffers               15             0
setup endpoints to repair    3             2
[stage by stage]
step	utilization, %	hold slack (ns)	total power, mW	setup slack (ns)	cells
global route	63.8	0.499	2.12	-0.310	1395
detailed placement	60.2	0.467	1.13	-0.562	1364
CTS	63.8	0.482	2.04	-0.186	1395
floorplan	-	0.424	1.00	0.335	997
finish	63.8	0.479	2.01	-0.131	1395
global placement	60.2	0.460	1.13	-0.474	1364
[cell usage in the layout, fill, tap and decap left out, drive strengths merged, types with 22 or more instances in the layout]
| cell | n |
|---|---|
| ha | 156 |
| buf | 143 |
| nor2 | 87 |
| inv | 86 |
| a21oi | 68 |
| nand2 | 55 |
| o21ai | 51 |
| xor2 | 48 |
| xnor2 | 46 |
| dfxtp | 34 |
| nand3 | 33 |
| clkdlybuf4s50 | 29 |
| dfrtp | 25 |
| nand4 | 24 |
| dfstp | 22 |
[cells by family after synthesis]
logic type / share of synthesized area (%)
buffers and inverters: 4.62
DFF: 22.4
AOI/OAI and AO/OA: 17.1
muxes: 2.06
adders and majority gates: 24.7
xor gates and xnor gates: 10.0
and+or+nand+nor: 19.2
Power is estimated from default activity; no workload was simulated.
