## design/flow/run.sh

```bash
#!/bin/bash
# OpenROAD 26Q1-2900-gdf79404cd8, Yosys 0.63+post, stock flow scripts
make -C /OpenROAD-flow-scripts/flow DESIGN_CONFIG=/design/flow/config.mk WORK_HOME=/design/flow/orfs finish
```

## design/flow/config.mk

```make
export PLATFORM = sky130hd
export DESIGN_NAME = VGA_SYNC
export DESIGN_NICKNAME = VGA_SYNC
export VERILOG_FILES = /design/flow/design.v
export SDC_FILE = /design/flow/constraint.sdc
export NUM_CORES = 4
export LEC_CHECK = 1
export CORE_AREA = 10 10 93 93
export DIE_AREA = 0 0 103 103
```

## design/flow/constraint.sdc

```tcl
current_design VGA_SYNC

set clk_period 4.9
set clk_io_pct 0.2

create_clock -name clk0 -period $clk_period [get_ports {clk}]

set non_clock_inputs [all_inputs -no_clocks]
set_input_delay [expr $clk_period * $clk_io_pct] -clock clk0 $non_clock_inputs
set_output_delay [expr $clk_period * $clk_io_pct] -clock clk0 [all_outputs]
```

## design/flow/design.v

```verilog
`timescale 1ns / 1ps
module VGA_SYNC(clk, reset, pixel_x, pixel_y, h_sync, v_sync, video_on);
    input clk, reset;
    output [9:0] pixel_x, pixel_y;
    output h_sync, v_sync, video_on;
    parameter HD = 640;          
    parameter HF = 24;           
    parameter HR = 96;           
    parameter HB = 40;           
    parameter VD = 480;
    parameter VF = 10;
    parameter VR = 2;
    parameter VB = 33;
    reg [9:0] h_reg, h_reg_next;         
    reg [9:0] v_reg, v_reg_next;         
    reg h_sync_reg, v_sync_reg;
    wire h_sync_next, v_sync_next;
    wire h_end, v_end;
    reg [1:0] pixel_ctr;
    reg pixel_tick;
    assign h_end = (h_reg == (HD + HF + HR + HB - 1));       
    assign v_end = (v_reg == (VD + VF + VR + VB - 1));       
    always @ (posedge clk)
        begin
        if (reset)
            pixel_ctr <= 0;
        else
            pixel_ctr <= pixel_ctr + 1;
        end
    always @ (posedge clk, posedge reset)
        begin
        if (reset)
            begin
            h_reg <= 0;
            v_reg <= 0;
            h_sync_reg <= 0;
            v_sync_reg <= 0;
            end
        else
            begin
            h_reg <= h_reg_next;
            v_reg <= v_reg_next;
            h_sync_reg <= h_sync_next;
            v_sync_reg <= v_sync_next;
            end
        end
    always @*
        begin
        if (p_tick)
            begin
            if (h_end)
                h_reg_next = 0;
            else
                h_reg_next = h_reg + 1;
            end
        else
            h_reg_next = h_reg;
        end
    always @*
        begin
        if (h_end & p_tick)
            begin
            if (v_end)
                v_reg_next = 0;
            else
                v_reg_next = v_reg + 1;
            end
        else
            v_reg_next = v_reg;
        end
    assign h_sync_next = ~((h_reg >= (HD+HF)) && (h_reg < (HD+HF+HR)));   
    assign v_sync_next = ~((v_reg >= (VD+VF)) && (v_reg < (VD+VF+VR)));   
    assign h_sync = h_sync_reg;
    assign v_sync = v_sync_reg;
    assign pixel_x = h_reg;
    assign pixel_y = v_reg;
    assign p_tick = (pixel_ctr == 0);                                
    assign video_on = ((h_reg < HD) && (v_reg < VD));
endmodule
```

==> flow_metrics.env <==
# implementation run metrics
export IMPL_status="finished, final reports clean"
export IMPL_tightest_slew_ns=0.518
export IMPL_yosysUniqueCellTypes=39
export IMPL_drt_iter0_markers=37
export IMPL_critPathSlowestCell="dfrtp_1"
export IMPL_syn_area_per_cell_sq_um=10.2
export IMPL_grt_pass1_wl_mm=4.64
export IMPL_core_area_sq_um=6760
export IMPL_rr_worst_depth=6
export IMPL_cts_inserted_buffers=3
export IMPL_hold_viol=0
export IMPL_arrival_ns=1.60
export IMPL_cts_hold_buf=0
export IMPL_chipArea_sq_um=10600
export IMPL_clock_sinks=24
export IMPL_gp_congestion=0.807
export IMPL_hold_class="flop to flop"
export IMPL_rows=30
export IMPL_vias_per_cell=4.25
export IMPL_rsz0062_at_grt="false"
export IMPL_log_warning_count=29
export IMPL_hp_start="pixel_ctr[0]"
export IMPL_clk_latency_ns=0.27
export IMPL_drv_slew=0
export IMPL_power_frac_seq=0.507
export IMPL_xor_share=0.0555
export IMPL_edf_count=0
export IMPL_clock_fmax_mhz=387
export IMPL_cp_required_ns=3.92
export IMPL_fin_skew_ns=0.00362
export IMPL_cts_root_buf="clkbuf_8"
export IMPL_synth_area_sq_um=1260
export IMPL_setup_viol=0
export IMPL_reg2reg_slack_ns=2.75
export IMPL_cts_tree="done"
export IMPL_initCoreUtil=0.187
export IMPL_adder_share=0.0595
export IMPL_track_usage=0.0542
export IMPL_grt_ovfl_total=0
export IMPL_crit_chain="o21ai_0 > nand2_1 > nor2_1 > clkdlybuf4s50_1"
export IMPL_hold_end="pixel_ctr[0]"
export IMPL_leakage_nw=0.666
export IMPL_post_cts_buffers=0
export IMPL_cp_start_kind="flop"
export IMPL_cp_end_kind="primary output"
export IMPL_synthSimpleGateAreaFrac=0.265
export IMPL_place_ws_ns=2.58
export IMPL_yosysMostFrequentCell="dfrtp_1"
export IMPL_common_cells="dfrtp_1, nor2_1, nand2_1"
export IMPL_h_tree_depth=1
export IMPL_yosysTopAreaCell="dfrtp_1"
export IMPL_wl_mm=2.79
export IMPL_p_sw_mw=0.145
export IMPL_async_flop_share=0.917
export IMPL_grt_max_degree=23
export IMPL_period_needed_ns=2.58
export IMPL_drv_cap=0
export IMPL_n_antenna_cell=0
export IMPL_critPathTopFamily="flip-flops"
export IMPL_grt_pass1_vias=921
export IMPL_r2r_start="v_reg[0]"
export IMPL_drt_wirelength_per_cell_um=12.1
export IMPL_crit_type="flop to primary output"
export IMPL_worst_hold_path_num_cells=1
export IMPL_top_level_ports=25
export IMPL_fillerInstances=712
export IMPL_cts_resized=0
export IMPL_period_used=0.527
export IMPL_syn2layout_area_growth_pct=31.3
export IMPL_topCellsByArea="dfrtp_1, ha_1, xnor2_1, dfxtp_1, nor2_1"
export IMPL_synth_warnings=2
export IMPL_numSynthFlops=24
export IMPL_logic_family="simple AND/OR/NAND/NOR gates"
export IMPL_ys_seq_share=0.468
export IMPL_max_stage_delay_ns=0.47
export IMPL_die_h_um=103
export IMPL_die_w_um=103
export IMPL_fin_util=0.245
export IMPL_antenna_found_initial=0
export IMPL_syn_inst=124
export IMPL_swShare=0.282
export IMPL_cp_num_cells=4
export IMPL_drive_gt1_frac=0.0927
export IMPL_hpwl_mm=2.13
export IMPL_p_comb_frac=0.228
export IMPL_ys_sh_aoi=0.111
export IMPL_fin_tns_setup_ns=0
export IMPL_firstDrtPassIters=4
export IMPL_p_per_area_nw_per_um2=310
export IMPL_yosys_most_used_dff="dfrtp_1"
export IMPL_path_max_fanout=8
export IMPL_clk_path_buf_depth=2
export IMPL_clkTransAtPathRegs_ns=0.08
export IMPL_p_total_mw=0.513
export IMPL_routed_via_count=981
export IMPL_yosys_area_top_type_share=0.436
export IMPL_ys_area_sq_um=1260
export IMPL_reg2reg_to="v_reg[6]"
export IMPL_slew_headroom=0.652
export IMPL_ys_cells=124
export IMPL_clock_power_share=0.265
export IMPL_layout_setup_ws_ns=2.32
export IMPL_drcViolationCount=0
export IMPL_p_int_mw=0.368
export IMPL_ant_nets=0
export IMPL_portBuffers=24
export IMPL_synthMuxAreaShare=0.00892
export IMPL_cp_num_buf_inv=1
export IMPL_max_vdd_ir_drop_uv=258
cell type report:
class	instances	area (sq um)	area share
Multi-Input combinational cell	90	631	0.380
Inverter	7	26.3	0.0158
Timing Repair Buffer	26	255	0.154
Clock buffer	4	55.1	0.0332
Tap cell	80	100	0.0604
Sequential cell	24	591	0.356
metal layers:
metal  up-vias  share of wire  GRT usage
li1        490              -          -
met1       464           0.51     0.0760
met2        25           0.41     0.0814
met3         2          0.085     0.0210
met4         0         0.0039    0.00321
met5         -              0          0
kinds of logic after synthesis:
logic type,count (synthesis)
AND-OR/OR-AND,21
XOR/XNOR,8
adder cells (fa/ha/maj),6
buffers and inverters,10
flip-flops,24
multiplexers,1
AND/OR/NAND/NOR,54
power groups by stage:
| stage | combinational, mW | sequential [mW] | clock, mW |
|---|---|---|---|
| after CTS | 0.121 | 0.261 | 0.142 |
| final | 0.117 | 0.260 | 0.136 |
| after global routing | 0.135 | 0.268 | 0.147 |
cell usage in the layout (no fill, tap or decap), types with 2 or more instances in the layout:
| cell | count |
|---|---|
| clkbuf_8 | 4 |
| buf_4 | 2 |
| nand2_1 | 9 |
| and3_1 | 4 |
| o21ai_1 | 4 |
| nand3_1 | 3 |
| xor2_1 | 3 |
| nor2_1 | 10 |
| clkdlybuf4s50_1 | 24 |
| inv_1 | 7 |
| ha_1 | 6 |
| o21ai_0 | 6 |
| nor2b_1 | 3 |
| dfxtp_1 | 2 |
| dfrtp_1 | 22 |
| o2bb2ai_1 | 2 |
| nand4_1 | 4 |
| nand2b_1 | 5 |
| a22o_1 | 3 |
| nor3_1 | 3 |
| xnor2_1 | 5 |
metrics by stage:
| stage | hold slack, ns | cells | area (sq um) |
|---|---|---|---|
| floorplan | 0.388 | 124 | 1260 |
| global placement | 0.401 | 227 | 1600 |
| detailed placement | 0.404 | 227 | 1600 |
| CTS | 0.417 | 231 | 1660 |
| global route | 0.423 | 231 | 1660 |
| finish | 0.414 | 231 | 1660 |
worst max-delay path by stage:
stage / startpoint / endpoint / slack [ns]
final: h_reg[7] / video_on / 2.32
after global routing: h_reg[7] / video_on / 2.15
after CTS: h_reg[7] / video_on / 2.28
Power figures rest on the tool's default switching activity, not on a simulated workload.
